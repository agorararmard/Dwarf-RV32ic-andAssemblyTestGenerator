==> flow/design.v <==
module regFile(  
    input clk, rst,
    input rfwr,	
    input [4:0] rfrd, rfrs1, rfrs2,
    input [31:0] rfD,
    output [31:0] rfRS1, rfRS2
	,input simdone
);
    reg[31:0] RF[31:0];
    assign rfRS1 = RF[rfrs1];
	assign rfRS2 = RF[rfrs2];
	integer i;
	always @(posedge clk or posedge rst)
        if(rst) begin
			for(i=0; i<32; i=i+1)
				RF[i] <= 0;
		end
		else begin 
            if(rfwr) begin
                RF[rfrd] <= rfD;
            end
        end
endmodule
==> flow/run.sh <==
#!/bin/bash
# OpenROAD 26Q1-2900-gdf79404cd8, Yosys 0.63+post, stock flow scripts
make -C /OpenROAD-flow-scripts/flow DESIGN_CONFIG=/design/flow/config.mk WORK_HOME=/design/flow/orfs finish
==> flow/config.mk <==
export PLATFORM = sky130hd
export DESIGN_NAME = regFile
export DESIGN_NICKNAME = regFile
export VERILOG_FILES = /design/flow/design.v
export SDC_FILE = /design/flow/constraint.sdc
export NUM_CORES = 4
export LEC_CHECK = 1
export CORE_UTILIZATION = 30
==> flow/constraint.sdc <==
current_design regFile

set clk_period 12.7
set clk_io_pct 0.2

create_clock -name clk0 -period $clk_period [get_ports {clk}]

set non_clock_inputs [all_inputs -no_clocks]
set_input_delay [expr $clk_period * $clk_io_pct] -clock clk0 $non_clock_inputs
set_output_delay [expr $clk_period * $clk_io_pct] -clock clk0 [all_outputs]
==> job_summary.md <==
### Flow metrics

| Metric | Value |
|---|---|
| Status | completed |
| Biggest register | RF |
| Synth Cell Area | around 51,000 sq um |
| Cts repair resizes | 0 |
| Tool Warnings | 40 |
| Synth Area per Inst | 11.7 sq um |
| Sink Count | 1,024 |
| Asr flop ratio synth | 1.00 |
| Max reg flops | 1,024 |
| Post-Place Cells | 6,546 |
| Commonest cells post-synth | mux2_2 (1,031), dfrtp_1 (1,024), a22oi_1 (756) |
| Root buf cell | clkbuf_16 |
| Final period util | 0.789 |
| Sw Share | 0.287 |
| Highest Clock Rate | 99.7 MHz |
| Top cells, area | dfrtp_1 (50%), mux2_2 (23%), a22oi_1 (11%), clkbuf_1 (1.9%), nand2_1 (1.8%) |
| CTS tree | done |
| Ys flops | just over 1k |
| Final Hold Violation Tally | 0 |
| Hold_buf cts | 0 |
| Num rows | approximately 150 |
| Final std cells w/o fill | 6,769 |
| Layout cells sized above 1 | 0.350 |
| Largest registers | RF (1024) |
| Worst min-delay path category | reg2reg |
| Setup_tns | 0 ps |
| Synth Flop Type | dfrtp_1 |
| Slew Viols, Final | 0 |
| Chip Width | around 420 um |
| Clk latency of the worst-skew pair | ~700 ps |
| Req. time, crit path | 10,160 ps |
| Floorplan core density | 0.303 |
| Total congestion overflow | 0 |
| Worst Path Arrival | about 7500 ps |
| CP Launch Type | input pin |
| Die height | slightly above 400 um |
| RePlAce Congestion | 1.04 |
| Crit path capture type | output port |
| DRT Pass-1 Iters | 8 |
| Met3 Wirelength | 48,400 um |
| Int Pwr | between 6000 and 7000 uW |
| Count of yosys warnings during synthesis | 2 |
| EDFF count, synth | 0 |
| Max-cap viol count | 0 |
| Core Region | 170,000 sq um |
| Most frequent cell after synthesis | mux2_2 |
| Yosys cell count | 4,395 |
| Layout area overhead | 16.7% |
| Final Setup Violations | 0 |
| Setup Skew | 0 ps |
| First-pass GRT wire length | 376,000 um |
| Clock power share | 0.371 |
| Sequential share of the synthesized area | 0.499 |
| Pwr dens | between 150 and 200 nW/um^2 |
| Tot Pwr | 9310 uW |
| Combinational power share | 0.149 |
| Post-DRT Antenna Nets | 0 |
| CTS Buffer Depth | 3 |
| Post-CTS setup buffers | 0 |
| Vias in the first global route | 44.3k |
| Leakage | 0.0257 uW |
| Slew @ Worst Pin | 1230 ps |
| Mapped Cells | 4,395 |
| RSZ-0062 raised after global routing | no |
| Top sig layer | met5 |
| Switching power | 2670 uW |
| CP Max Fanout | 34 |
| Die area | 173,000 sq um |
| Iteration-0 DRC count of the detailed router | around 5.9k |
| IO Port Bufs | 113 |
| Sequential share of power | 0.480 |
| Yosys cell types | 63 |
| Initial antenna violation count | 26 |
| H-Tree Depth | 3 |
| Rel. slew slack | 0.178 |
| Residual DRC | 0 |
| Setup CP Type | in2out |
| Cell accounting for the most synthesized area | dfrtp_1 |
| Largest net degree at the start of global routing | ~130 |
| Routed Wire Length | 277,000 um |
| Ports | 115 |
| Clock slew at reported path FFs | 60 ps |
| Period minus WS final | 10,030 ps |
| Yosys chip area | a little over 50,000 sq um |
| DR vias/cell | between 6 and 7 |
| Hpwl dp | 163,000 um |
| Vias | 45.6k |
| Hold_ws | 526 ps |
| Metal2 WL | 109,000 um |
| Total track usage | 0.326 |
| Area share, top type | 0.499 |
| VDD IR max | 0.113 mV |
| Wl on met1 | a little over 90,000 um |
| WL/cell | 40.9 um |
| CTS Buf Count | 111 |
## power by group through the flow
stage / clock, uW / sequential [uW] / combinational, uW
4_1_cts: 3460 / 4440 / 1370
5_1_grt: 3580 / 4540 / 1470
6_report: 3450 / 4470 / 1390
## cell families (layout without fill, tap and decap cells)
| kind of cell | count (synthesis) | after routing | synth area share |
|---|---|---|---|
| mux | 1084 | 1084 | 0.237 |
| buf+inv | 437 | 578 | 0.0349 |
| other cells | 0 | 15 | 0 |
| flops | 1024 | 1024 | 0.499 |
| compound gates | 1074 | 1074 | 0.156 |
| simple gates | 776 | 776 | 0.0731 |
## area by class of cell
class / count / area (sq um)
clock buffers: 160 / 3330
inverters: 7 / 30.0
flip-flops and latches: 1024 / 25600
repair buffers: 363 / 3030
clock inverters: 48 / 534
diodes: 15 / 37.5
well taps: 2218 / 2780
fillers: 16500 / 110000
multi-input cells: 2934 / 24600
## path summary, 6_finish.rpt
| check | from | to | slack [ps] | cells after the start |
|---|---|---|---|---|
| setup / recovery | rfrs1[3] | rfRS1[10] | 2670 | 10 |
| hold / removal | RF[24][26] | RF[24][26] | 530 | 1 |
| setup reg to reg | RF[7][12] | RF[7][12] | 11850 | 1 |
| hold reg to reg | RF[24][26] | RF[24][26] | 530 | 1 |
| max in group asynchronous | rst | RF[31][2] | 7790 | 5 |
| min in group asynchronous | rst | RF[29][0] | 2310 | 2 |
## critical path, cell delays in order
cell and delay, ps:
clkdlybuf4s50_1 460, buf_4 520, nand3b_1 730, nor2_4 870, buf_4 680, a22oi_1 190
nand2_1 140, nor3_1 50, a21oi_1 580, clkdlybuf4s50_1 600
## stage by stage
stage / setup WS [ps] / util / cell area (sq um)
after floorplan: -3950 / - / 51400
after global placement: 2970 / 0.330 / 56000
after detailed placement: 2970 / 0.330 / 56000
after CTS: 2900 / 0.353 / 59900
after global routing: 2870 / 0.353 / 59900
final: 2670 / 0.353 / 59900
## layout by cell type, fill, tap and decap left out, types with 18 or more instances in the layout
cell type / n
a221oi_1: 30
nor3_1: 71
a22o_1: 43
a21oi_1: 84
nor2b_1: 18
mux2i_1: 47
o21ai_0: 25
nand4_1: 90
clkinv_2: 31
nor2_1: 101
nor4_1: 36
a32oi_1: 24
nand2_1: 227
nand3_1: 50
buf_4: 247
a31oi_1: 24
dfrtp_1: 1024
clkbuf_16: 115
a22oi_1: 756
mux2_2: 1031
clkdlybuf4s50_1: 107
clkbuf_8: 28
nor2_4: 74
## routing by layer
layer,up-vias,GRT usage
li1,17000,-
met1,22800,0.377
met2,4170,0.431
met3,1546,0.209
met4,46,0.241
met5,-,0.00889
Power and IR drop assume default switching activity.
